## ./design.v

```verilog
module Digital_clk(
    input clk_50MHz ,   
    input reset,      
    output [6:0] secondsA,
    output [6:0] secondsB,
    output [6:0] minutesA,
    output [6:0] minutesB,
    output [6:0] hoursA,
    output [6:0] hoursB);
    wire [5:0] seconds;
    wire [5:0] minutes;
    wire [4:0] hours; 
    reg [3:0] secondsAu;
    reg [3:0] secondsBu;
    reg [3:0] minutesAu;
    reg [3:0] minutesBu;
    reg [3:0] hoursAu;
    reg [3:0] hoursBu;
    reg [24:0] clk_half_max;
    reg [24:0] clk_count;
    reg clk_1hz;
    Digital_clk_impl impl(clk_1hz, reset, seconds, minutes, hours);
    seven_segment_decoder1 dSecA(secondsAu,secondsA);
    seven_segment_decoder1 dSecB(secondsBu,secondsB);
    seven_segment_decoder1 dMinA(minutesAu,minutesA);
    seven_segment_decoder1 dMinB(minutesBu,minutesB);
    seven_segment_decoder1 dHourA(hoursAu,hoursA);
    seven_segment_decoder1 dHourB(hoursBu,hoursB);
    initial begin
        clk_half_max = 25'd25000000;  
        clk_count = 25'd0;
        clk_1hz = 1'b0;
    end
    always @(posedge clk_50MHz) begin
        clk_count = clk_count + 1;
        if (clk_count >= clk_half_max) begin
            clk_count = 25'd0;
            clk_1hz = ~clk_1hz;
        end
    end
    always @(seconds) begin
        secondsAu = seconds % 10;
        secondsBu = seconds / 10;
    end
    always @(minutes) begin
        minutesAu = minutes % 10;
        minutesBu = minutes / 10;
    end
    always @(hours) begin
        hoursAu = hours % 10;
        hoursBu = hours / 10;
    end
endmodule
module Digital_clk_impl(
    Clk_1sec,   
    reset,      
    seconds,
    minutes,
    hours);
    input Clk_1sec;  
    input reset;
    output [5:0] seconds;
    output [5:0] minutes;
    output [4:0] hours;
    reg [5:0] seconds;
    reg [5:0] minutes;
    reg [4:0] hours; 
    always @(posedge(Clk_1sec) or posedge(reset))
    begin
        if(reset == 1'b1) begin   
            seconds = 0;
            minutes = 0;
            hours = 0;  end
        else if(Clk_1sec == 1'b1) begin   
            seconds = seconds + 1;  
            if(seconds == 60) begin  
                seconds = 0;   
                minutes = minutes + 1;  
                if(minutes == 60) begin  
                    minutes = 0;   
                    hours = hours + 1;   
                   if(hours ==  24) begin   
                        hours = 0;  
                    end 
                end
            end     
        end
    end     
endmodule
module seven_segment_decoder1(bcd,seven_seg_out);
input wire [3:0] bcd;
output wire [6:0] seven_seg_out;
reg [6:0] seven_seg;
assign seven_seg_out = seven_seg;
always @(bcd)
 begin
  case (bcd)
   4'b0000 : begin seven_seg = 7'b1000000; end
   4'b0001 : begin seven_seg = 7'b1111001; end
   4'b0010 : begin seven_seg = 7'b0100100; end
   4'b0011 : begin seven_seg = 7'b0110000; end
   4'b0100 : begin seven_seg = 7'b0011001; end
   4'b0101 : begin seven_seg = 7'b0010010; end
   4'b0110 : begin seven_seg = 7'b0000010; end
   4'b0111 : begin seven_seg = 7'b1111000; end
   4'b1000 : begin seven_seg = 7'b0000000; end
   4'b1001 : begin seven_seg = 7'b0011000; end
   default : begin seven_seg = 7'b0000000; end
  endcase
 end
endmodule
```

## ./constraint.sdc

```tcl
current_design Digital_clk

set clk_period 6.5
set clk_io_pct 0.2

create_clock -name clk0 -period $clk_period [get_ports {clk_50MHz}]

set non_clock_inputs [all_inputs -no_clocks]
set_input_delay [expr $clk_period * $clk_io_pct] -clock clk0 $non_clock_inputs
set_output_delay [expr $clk_period * $clk_io_pct] -clock clk0 [all_outputs]
```

## ./run.sh

```bash
#!/bin/bash
# OpenROAD 26Q1-2900-gdf79404cd8, Yosys 0.63+post, stock flow scripts
make -C /OpenROAD-flow-scripts/flow DESIGN_CONFIG=/design/flow/config.mk WORK_HOME=/design/flow/orfs finish
```

## ./config.mk

```make
export PLATFORM = sky130hd
export DESIGN_NAME = Digital_clk
export DESIGN_NICKNAME = Digital_clk
export VERILOG_FILES = /design/flow/design.v
export SDC_FILE = /design/flow/constraint.sdc
export NUM_CORES = 4
export LEC_CHECK = 1
export CORE_UTILIZATION = 30
```

==> notes.md <==
The run has ended; figures from its reports follow.

The reported max-cap violation count came out at 0. The boundary pin count is 44. The mean post-synth cell area is 7.747 sq um.

The number of max-slew violations in the final report is 0. For this run, the share of the core covered by cells in the final layout is about a third. Once layout is complete, the cells apart from fillers number 742. The number of global-route vias before repair came out at 3187. The first-pass GRT wire length is 14380 um. The post-cts repair resize count came out at 0.

The worst setup path is launched from a flop. The critical register-to-register path startpoint is clk_count[0]. The path class of the tightest hold or removal check is flop to flop. The worst IR drop on VDD came out at 0.1019 mV.

The remaining antenna violation count after routing is 0. The number of warnings printed during yosys synthesis came out at 3. The overflow left after global routing is 0.

The number of buffers inserted by hold repair at cts is 0. The setup slack on the worst flop-to-flop path is 3.83 ns. TritonCTS built the clock tree. The number of endpoints failing setup at the final stage is 0. The clock transition at the registers of the reported paths came out at 0.06 ns. The clock root buffer master is sky130_fd_sc_hd__clkbuf_16. The number of setup buffers added after CTS is 0. The gate count of the mapped netlist is 549. For this block, the via count after detailed routing is 3721.

The kind of end point of the critical path is a flop. The share of flip-flops with an asynchronous set or reset after synthesis is around two fifths. In the final report, the number of hold violations comes to 0.

The count of different cell masters after synthesis is 72. The filler cell count in the final layout is 1409. According to the floorplan report, the die height is 121.1 um. The all-layer global routing usage is a little under an eighth. The number of DRC violations after detailed-routing iteration 0 came out at 133. The most critical setup path has its startpoint at clk_count[0]. Summed over all cells, the static leakage comes to 2.024 nW. The number of synthesized register bits came out at approximately 43. Looking at the clock tree report, the H-tree level count equals 1. The overall die width is 121.1 um. The summed negative setup slack over all endpoints is 0 ns. The count of unclocked register or latch pins is 17. The shortest period the worst path allows came out at about 2.7 ns. The wire length recorded after detailed routing is 8319 um. The number of antenna violations at the first check in global routing is 0. The final weighted congestion in routability-driven placement is 0.8768. According to the floorplan log, the row count is 43. The run finished with clean final reports. The highest clock frequency the design can meet is 374.4 MHz. The slew at the pin closest to its max-slew limit is approximately 0.74 ns. The wire length per cell after detailed routing is between 10 and 15 um. The detailed-router iteration count before antenna repair came out at 6. The port buffer count is around 42. just under 60 endpoints have no timing constraint.

The CTS report gives the tree buffer count as 3. The area growth from synthesis to layout is 13.42%. The stage logs contain a warning count of 57. The share of the core filled by cells before placement is 30.64%. According to the floorplan report, the total die area is between 10000 and 15000 sq um. The data required time of the critical path is about 6.4 ns. The count of flip-flops with a built-in enable after synthesis is 1. The summed standard-cell area reported by yosys is approximately 4300 sq um. In this run the most critical hold path is launched from clk_count[0]. The routed design ends up with an antenna cell count of 0. Looking at the setup timing report, the critical path kind is flop to flop. The largest buffer count on any clock path came out at 2. The region available for standard cell placement spans 13880 sq um.

The data arrival time of the worst path came out at about 2.6 ns. Setup repair after global routing left no endpoint under its margin. The maximum number of pins on one net before global-route repair came out at 27.

After synthesis, the design contains 549 cells according to Yosys. In this run, placement finished with an instance count of 738. The proportion of layout cells with a drive suffix above 1 came out at 4.270%.

The insertion delay to the later sink of the worst-skew pair is 0.26 ns. In this run the cell area of the synthesized design comes to 4253 sq um. The worst-path maximum fanout is 22.

The number of remaining DRC errors is 0. The clock skew after layout came out at 0.005673 ns. The normalized max-slew margin is approximately half. The final critical path takes up 41.09% of the cycle. The sum of net half-perimeters after detailed placement came out at 6256 um. Per Yosys stat, the portion of area used by sequential elements is 22.48%. The total power per unit cell area came out at 64.11 nW/um^2.

Looking at the cell usage after synthesis, the top flip-flop cell is sky130_fd_sc_hd__dfxtp_1. Using the TritonRoute via totals, the vias-per-cell ratio works out to 5.015.
## cell usage in the layout, fill, tap and decap left out, types with 4 or more instances in the layout
| cell type | n |
|---|---|
| sky130_fd_sc_hd__nor3_1 | 12 |
| sky130_fd_sc_hd__o31ai_1 | 7 |
| sky130_fd_sc_hd__clkdlybuf4s50_1 | 42 |
| sky130_fd_sc_hd__o22ai_1 | 6 |
| sky130_fd_sc_hd__xnor2_1 | 17 |
| sky130_fd_sc_hd__a21boi_0 | 4 |
| sky130_fd_sc_hd__dfrtp_1 | 17 |
| sky130_fd_sc_hd__o21a_1 | 4 |
| sky130_fd_sc_hd__a31oi_1 | 4 |
| sky130_fd_sc_hd__a21oi_1 | 26 |
| sky130_fd_sc_hd__nor2_1 | 58 |
| sky130_fd_sc_hd__dfxtp_1 | 25 |
| sky130_fd_sc_hd__nand2b_1 | 9 |
| sky130_fd_sc_hd__xor2_1 | 18 |
| sky130_fd_sc_hd__ha_1 | 47 |
| sky130_fd_sc_hd__o21ai_0 | 34 |
| sky130_fd_sc_hd__inv_1 | 33 |
| sky130_fd_sc_hd__nand4_1 | 9 |
| sky130_fd_sc_hd__nand3_1 | 25 |
| sky130_fd_sc_hd__mux2i_1 | 7 |
| sky130_fd_sc_hd__a211oi_1 | 5 |
| sky130_fd_sc_hd__a21o_1 | 4 |
| sky130_fd_sc_hd__mux2_2 | 5 |
| sky130_fd_sc_hd__o21bai_1 | 4 |
| sky130_fd_sc_hd__nor4_1 | 4 |
| sky130_fd_sc_hd__nand2_1 | 51 |
| sky130_fd_sc_hd__nor2b_1 | 14 |
| sky130_fd_sc_hd__and4_1 | 4 |
| sky130_fd_sc_hd__and2_1 | 6 |
## per-stage QoR
stage	total power, mW	cell area [sq um]	hold slack, ns	worst slack [ns]
finish	0.3092	4823	0.4986	3.829
global route	0.3199	4823	0.5551	3.631
CTS	0.3118	4823	0.4946	3.848
detailed placement	0.1665	4735	0.4763	3.885
global placement	0.1666	4735	0.4666	3.929
floorplan	0.1656	4253	0.4489	4.034
## metal layers
layer / share of wire [%] / track usage (%)
met4: 0.29 / 0.3858
met3: 2.5 / 0.6238
met5: 0 / 0
met2: 44 / 18.68
met1: 53 / 17.69
## area by class of cell
class / instances / area [sq um] / share of cell area (%)
flip-flops and latches: 43 / 955.9 / 19.82
clock buffers: 4 / 88.84 / 1.842
multi-input cells: 440 / 3009 / 62.39
repair buffers: 42 / 420.4 / 8.716
well taps: 180 / 225.2 / 4.669
inverters: 33 / 123.9 / 2.568
## critical path, stage by stage (launching register included)
cell	delay [ns]
sky130_fd_sc_hd__dfxtp_1	0.42
sky130_fd_sc_hd__ha_1	0.40
sky130_fd_sc_hd__nand4_1	0.21
sky130_fd_sc_hd__nor4_4	0.26
sky130_fd_sc_hd__nand3_1	0.13
sky130_fd_sc_hd__xor2_1	0.17
sky130_fd_sc_hd__o41ai_2	0.34
sky130_fd_sc_hd__and3_4	0.41
## sequential cells by signal (all words and copies together) (netlist names)
name / count
clk_count: 25
impl.minutes: 6
impl.seconds: 6
impl.hours: 5
clk_1hz: 1
## synthesized netlist by cell type (3+ instances only)
cell type	n	area share, %
sky130_fd_sc_hd__nor3_1	12	1.4
sky130_fd_sc_hd__a21o_1	4	0.71
sky130_fd_sc_hd__and4_1	4	0.82
sky130_fd_sc_hd__a21oi_1	26	3.1
sky130_fd_sc_hd__a31oi_1	4	0.59
sky130_fd_sc_hd__inv_1	33	2.9
sky130_fd_sc_hd__dfrtp_1	17	10
sky130_fd_sc_hd__xnor2_1	17	3.5
sky130_fd_sc_hd__xor2_1	18	3.7
sky130_fd_sc_hd__nand3_1	25	2.9
sky130_fd_sc_hd__a211oi_1	5	0.88
sky130_fd_sc_hd__nand2b_1	9	1.3
sky130_fd_sc_hd__ha_1	47	14
sky130_fd_sc_hd__o2111ai_1	3	0.62
sky130_fd_sc_hd__a21boi_0	4	0.71
sky130_fd_sc_hd__mux2_2	5	1.3
sky130_fd_sc_hd__o22ai_1	6	0.88
sky130_fd_sc_hd__nor3b_1	3	0.53
sky130_fd_sc_hd__and3_1	3	0.44
sky130_fd_sc_hd__o21ai_0	34	4.0
sky130_fd_sc_hd__buf_4	3	0.53
sky130_fd_sc_hd__buf_2	10	1.2
sky130_fd_sc_hd__nor4_1	4	0.59
sky130_fd_sc_hd__o31ai_1	7	1.2
sky130_fd_sc_hd__or3_1	3	0.44
sky130_fd_sc_hd__mux2i_1	7	1.6
sky130_fd_sc_hd__o21bai_1	4	0.71
sky130_fd_sc_hd__dfxtp_1	25	12
sky130_fd_sc_hd__nor2b_1	14	2.1
sky130_fd_sc_hd__and2_1	6	0.88
sky130_fd_sc_hd__nand3b_1	3	0.53
sky130_fd_sc_hd__clkbuf_1	15	1.3
sky130_fd_sc_hd__nand4_1	9	1.3
sky130_fd_sc_hd__nand2_1	51	4.5
sky130_fd_sc_hd__o21a_1	4	0.71
sky130_fd_sc_hd__nor2_1	58	5.1
## worst paths after layout
kind / cells past startpoint / endpoint
max: 7 / clk_1hz
min: 1 / clk_count[0]
max reg2reg: 7 / clk_1hz
min reg2reg: 1 / clk_count[0]
## kinds of logic after synthesis
kind of cell	count (synthesis)	synth area share [%]
buf+inv	66	6.767
xor+xnor	35	7.208
simple gates	220	27.10
mux	13	3.324
other cells	1	0.08818
fa+ha+maj	48	14.06
flops	43	22.48
compound gates	123	18.98
## power breakdown
part | internal [mW] | total [mW] | switching (mW)
Combinational | 0.000564 | 0.00266 | 0.00210
Sequential | 0.160 | 0.160 | 0
Clock | 0.0941 | 0.147 | 0.0525
Total | 0.255 | 0.309 | 0.0546
Power is estimated from default activity; no workload was simulated.
